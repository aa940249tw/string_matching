==> design.v <==
`timescale 1ns / 1ps
module result #(parameter DWIDTH = 8, num = 4, groups = 4, max_number_of_weight = num*groups, total_weights = 100)(
        input clk,
        input reset,
        input [max_number_of_weight-1:0] router_output,
        input [DWIDTH*max_number_of_weight-1:0] str_table,
        input signal_from_controller,
        output reg [total_weights:0] string_results
    );
    reg state, state_n;
    reg [total_weights-1:0] string_results_n;
    reg [4:0] i;
    always @(*) begin
        state_n = state;
        string_results_n = string_results;
        if(signal_from_controller) begin
            for(i = 0; i < max_number_of_weight; i = i+1) begin
                string_results_n[str_table[i]] = string_results_n[str_table[i]] && router_ouput[i];
            end
        end
    end
    always @(posedge clk) begin
        if(reset) begin
            state <= 0;
            string_results <= 1;
        end
        else begin
            state <= state_n;
            string_results <= string_results_n;
        end
    end
endmodule
==> run.sh <==
#!/bin/bash
# OpenROAD 26Q1-2900-gdf79404cd8, Yosys 0.63+post, stock flow scripts
make -C /OpenROAD-flow-scripts/flow DESIGN_CONFIG=/design/flow/config.mk WORK_HOME=/design/flow/orfs finish
==> config.mk <==
export PLATFORM = sky130hd
export DESIGN_NAME = result
export DESIGN_NICKNAME = result
export VERILOG_FILES = /design/flow/design.v
export SDC_FILE = /design/flow/constraint.sdc
export NUM_CORES = 4
export LEC_CHECK = 1
export CORE_AREA = 10 10 103 103
export DIE_AREA = 0 0 113 113
==> constraint.sdc <==
current_design result

set clk_period 1.3
set clk_io_pct 0.2

create_clock -name clk0 -period $clk_period [get_ports {clk}]

set non_clock_inputs [all_inputs -no_clocks]
set_input_delay [expr $clk_period * $clk_io_pct] -clock clk0 $non_clock_inputs
set_output_delay [expr $clk_period * $clk_io_pct] -clock clk0 [all_outputs]
==> results_dict.tcl <==
# place-and-route summary
set metrics [dict create \
    status "finished, final reports clean" \
    tool_warnings 153 \
    die_area_um2 12800 \
    largest_reg_flops 2 \
    io_buffers 20 \
    vias 547 \
    critPathBufInv 1 \
    coreArea_um2 8300 \
    ys_cells 117 \
    ys_top_logic_family "buffers and inverters" \
    synth.distinct_cells 11 \
    finClkSkew_ns 0 \
    drt_iter0_markers 7 \
    wl_met2_um 451 \
    finalHoldViolations 0 \
    final_area_um2 871 \
    required_ns 1.04 \
    n_antenna_cell 0 \
    final_cell_count_no_fill 244 \
    regMostFlops "string_results" \
    top_area_frac 0.851 \
    drive_gt1_frac 0.0288 \
    synth_area_leader_cell "buf_4" \
    drv_cap 0 \
    wl_met1_um 960 \
    post_drt_wl_per_cell_um 8.59 \
    edf_count 0 \
    placed_area_um2 830 \
    grt_antenna_before_repair 0 \
    top_layer "met4" \
    num_rows 33 \
    numCtsBuffers 3 \
    grt_pass1_wl_um 2810 \
    ant_nets 0 \
    ff_type "dfxtp_1" \
    cts.sinks 2 \
    ys_sh_aoi 0.0129 \
    max_stage_delay_ns 0.47 \
    rsz0062_at_grt "false" \
    synth_adder_area_share 0 \
    drt-pass1-iter-count 2 \
    end_kind "primary output" \
    min_path_type "input port to flop" \
    simple_gate_share 0.0817 \
    cts_buffer_depth 2 \
    clock.fmax_mhz 792 \
    crit_family "buffers and inverters" \
    syn_inst 117 \
    drc_errors 0 \
    die_w_um 113 \
    met3_wirelength_um 668 \
    syn2layout_area_growth_pct -0.287 \
    fin_crit_sh 0.972 \
    clk_pin_slew_worst_paths_ns 0.03 \
    overflow 0 \
    setup_violations 0 \
    ys_sh_mux 0 \
    worstPathArrival_ns 1.00 \
    reg_top3 "string_results (2)" \
    yosysMostFrequentCell "buf_4" \
    grt_max_degree 3 \
    top_cells_by_count "buf_4, nand4_1, nor4_1" \
    slew_viol_final 0 \
    pin_count 248 \
    power-per-cell-area_nw_per_um2 457 \
    fp.dieH_um 113 \
    crit_chain "clkdlybuf4s50_1" \
    h-tree-depth 1 \
    yosys_warnings 33 \
    utilization 0.105 \
    clk_latency_ns 0.21 \
    drt-vias-per-instance 2.24 \
    startpoint_type "flop" \
    crit_slowest_cell "clkdlybuf4s50_1" \
    routed_wl_um 2100 \
    globalplace.congestion 0.716 \
    root_buffer "clkbuf_8" \
    syn_avg_cell_area_um2 7.46 \
    cts_hold_buf 0 \
    critPathKind "flop to primary output" \
    grt_pass1_vias 718 \
    ys.flops 2 \
    xor_share 0 \
    ir_drop_mv 0.202 \
    place_hpwl_um 1960 \
    synth_seq_share 0.0458 \
    placedCellCount 241 \
    cp_max_fo 2 \
    netlist_area_um2 873 \
    grt_use_total 0.0249 \
    yosysChipArea_um2 873 \
    cts_tree "built" \
    synth.area.top_cells "buf_4, dfxtp_1, nand4_1, nor4_1, or4_1" \
    p_leak_nw 0.512 \
    period_needed_ns 1.26 \
    async_reset_ff_frac 0 \
    fp_util 0.105 \
]
==> layout by cell type, fill, tap and decap left out <==
cell type        synthesis  final
conb_1                   1     99
nor4_1                   4      4
dfxtp_2                  0      1
dlygate4sd2_1            0     11
a21oi_1                  1      1
clkbuf_8                 0      3
nand2_1                  1      1
dlymetal6s2s_1           0      5
a31oi_1                  1      1
or4_1                    1      1
nand4_1                  5      5
nor2_1                   1      1
inv_1                    1      1
dfxtp_1                  2      1
clkdlybuf4s50_1          0      4
==> worst paths after layout <==
path | endpoint | startpoint | cells after the start | slack (ns)
max | string_results[0] | string_results[0]$_SDFFE_PP1P_ | 1 | 0.04
min | string_results[1]$_SDFFE_PP0P_ | str_table[2] | 4 | 0.39
min reg2reg | string_results[1]$_SDFFE_PP0P_ | string_results[1]$_SDFFE_PP0P_ | 2 | 0.43
max reg2reg | string_results[0]$_SDFFE_PP1P_ | string_results[0]$_SDFFE_PP1P_ | 2 | 0.73
==> per-stage QoR <==
step           hold WS (ns)  power [mW]  TNS (ns)  setup WS [ns]
2_1_floorplan         0.347       0.285         0          0.245
3_3_place_gp          0.426       0.172    -0.378         -0.281
3_5_place_dp          0.437       0.169    -0.394         -0.295
4_1_cts               0.439       0.415         0         0.0152
5_1_grt               0.405       0.437         0        0.00558
6_report              0.388       0.398         0         0.0368
==> cell families after synthesis <==
group	after synthesis
compound gates	2
buf+inv	100
flops	2
other cells	1
simple gates	12
==> report_power, final <==
part | internal [mW] | switching (mW)
Combinational | 0.0416 | 0.0399
Sequential | 0.0649 | 0.00154
Clock | 0.196 | 0.0536
==> worst reg2reg max path, stage by stage (launching register included) <==
cell and delay, ns:
dfxtp_1 0.30, nor2_1 0.11, a31oi_1 0.05
==> layout make-up <==
type / count / area [um2]
clock buffer: 3 / 41.3
fill: 956 / 7430
inverter: 1 / 3.75
multi-input combinational: 113 / 454
sequential: 2 / 41.3
tap: 105 / 131
timing repair buffer: 20 / 199
==> routing by layer <==
| layer | track usage | vias up |
|---|---|---|
| li1 | - | 222 |
| met1 | 0.0300 | 206 |
| met2 | 0.0238 | 115 |
| met3 | 0.0347 | 4 |
| met4 | 0.00338 | 0 |
| met5 | 0 | - |
==> repair_timing <==
item | 4_1_cts | 5_1_grt
pin swaps | 3 | 3
buffers inserted | 0 | 0
cloned | 0 | 0
resized | 11 | 6
setup endpoints to repair | 1 | 2
Power and IR drop assume default switching activity.
